==> ./config.mk <==
export PLATFORM = sky130hd
export DESIGN_NAME = hw24
export DESIGN_NICKNAME = hw24
export VERILOG_FILES = /design/flow/design.v
export SDC_FILE = /design/flow/constraint.sdc
export NUM_CORES = 4
export LEC_CHECK = 1
export CORE_UTILIZATION = 40
==> ./constraint.sdc <==
current_design hw24

set clk_period 4.8
set clk_io_pct 0.2

create_clock -name clk0 -period $clk_period [get_ports {clk}]

set non_clock_inputs [all_inputs -no_clocks]
set_input_delay [expr $clk_period * $clk_io_pct] -clock clk0 $non_clock_inputs
set_output_delay [expr $clk_period * $clk_io_pct] -clock clk0 [all_outputs]
==> ./design.v <==
module hw24 (
    input clk, rst, wr, rd,
    input [7:0] din,
    output reg [7:0] dout,
    output reg [3:0] wrptr, rdptr,
    output reg almostfull, almostempty
);
reg [7:0] Box1, Box2, Box3, Box4, Box5, Box6, Box7, Box8, Box9, Box10;
enum {EMP,PAR,FUL} state;
wire [3:0] wrnext,rdnext;
wire s1;
assign s1=(wrnext==rdnext);
assign almostfull = (state==PAR) && ((wrptr==8 || wrptr==9 || wrptr==10) || (rdptr==2 || rdptr==3 || rdptr==4));
assign almostempty = (state==PAR) && ((rdptr==8 || rdptr==9 | rdptr==10) || ((wrnext==3 || wrnext==4 || wrnext==5) && dout==0));
always @(posedge clk or posedge rst)
begin
	if (rst) state<=EMP;
	else
	case(state)
	EMP: state<= wr ? PAR : EMP;
	PAR: if (rd) 
			state<= (rdnext==wrptr) ? EMP : PAR;
		else
			begin
			if (wr) 
			state <= s1 ? FUL : PAR;
			else state <= PAR;
			end
	FUL: state <= rd ? PAR : FUL;
	endcase
end
always @(posedge clk or posedge rst)
begin
	if (rst) wrptr<=1;
	else 
	case (state) 
	EMP,PAR: wrptr <= wr ? wrnext : wrptr;
	FUL: wrptr<=wrptr;
	endcase
end
assign wrnext = wrptr==10 ? 1 : (wrptr+1);
assign rdnext = rdptr==10 ? 1 : (rdptr+1);
always @(posedge clk or posedge rst)
begin
	if (rst) rdptr<=1;
	else 
	case (state) 
	FUL,PAR: rdptr<= rd ? (rdnext) : rdptr;
	EMP: rdptr <= rdptr;
	endcase
end
always @(posedge clk or posedge rst)
begin
	if (rst) Box1<= 0;
	else 
	case (state) 
	EMP,PAR: if (wr && wrptr ==1) Box1<=din;
	endcase
end
always @(posedge clk or posedge rst)
begin
	if (rst) Box2<= 0;
	else 
	case (state) 
	EMP,PAR: if (wr && wrptr ==2) Box2<=din;
	endcase
end
always @(posedge clk or posedge rst)
begin
	if (rst) Box3<= 0;
	else 
	case (state) 
	EMP,PAR: if (wr && wrptr ==3) Box3<=din;
	endcase
end
always @(posedge clk or posedge rst)
begin
	if (rst) Box4<= 0;
	else 
	case (state) 
	EMP,PAR: if (wr && wrptr ==4) Box4<=din;
	endcase
end
always @(posedge clk or posedge rst)
begin
	if (rst) Box5<= 0;
	else 
	case (state) 
	EMP,PAR: if (wr && wrptr ==5) Box5<=din;
	endcase
end
always @(posedge clk or posedge rst)
begin
	if (rst) Box6<= 0;
	else 
	case (state) 
	EMP,PAR: if (wr && wrptr ==6) Box6<=din;
	endcase
end
always @(posedge clk or posedge rst)
begin
	if (rst) Box7<= 0;
	else 
	case (state) 
	EMP,PAR: if (wr && wrptr ==7) Box7<=din;
	endcase
end
always @(posedge clk or posedge rst)
begin
	if (rst) Box8<= 0;
	else 
	case (state) 
	EMP,PAR: if (wr && wrptr ==8) Box8<=din;
	endcase
end
always @(posedge clk or posedge rst)
begin
	if (rst) Box9<= 0;
	else 
	case (state) 
	EMP,PAR: if (wr && wrptr ==9) Box9<=din;
	endcase
end
always @(posedge clk or posedge rst)
begin
	if (rst) Box10<= 0;
	else 
	case (state) 
	EMP,PAR: if (wr && wrptr ==10) Box10<=din;
	endcase
end
always @(posedge clk or posedge rst)
begin
	if (rst) dout<=8'b0;
	else 
	case(state) 
	PAR,FUL: 
		if(rd)
		begin
		case(rdptr)
		1: dout<=Box1;
		2: dout<=Box2;
		3: dout<=Box3;
		4: dout<=Box4;
		5: dout<=Box5;
		6: dout<=Box6;
		7: dout<=Box7;
		8: dout<=Box8;
		9: dout<=Box9;
		10: dout<=Box10;
		endcase
		end
	else dout<=dout;
	endcase
end
endmodule
==> ./run.sh <==
#!/bin/bash
# OpenROAD 26Q1-2900-gdf79404cd8, Yosys 0.63+post, stock flow scripts
make -C /OpenROAD-flow-scripts/flow DESIGN_CONFIG=/design/flow/config.mk WORK_HOME=/design/flow/orfs finish
==> impl_metrics.json <==
{
  "worst_setup_path_end_kind": "output pin",
  "max-slew-margin-rel_pct": 47.0,
  "nFillCells": 1092,
  "async_flop_share_pct": 100,
  "grt.total_usage_pct": 21.4,
  "final.setup_skew_ps": 4.78,
  "dieArea_sq_um": 12800,
  "drv_cap": 0,
  "cts_tree": "built",
  "final_hold_viol_count": 0,
  "crit_path_max_incr_delay_ps": 690,
  "drc": 0,
  "final_cells": 625,
  "cp_cell_sequence": "buf_4 > nor2b_1 > nand2_1 > a21oi_1 > clkdlybuf4s50_1",
  "rsz0062_at_grt": "false",
  "vias_per_cell": 5.70,
  "first_global_vias": 3538,
  "cp.arrival_ps": 2570,
  "switchingPower_uw": 1490,
  "ant_nets": 0,
  "yosys.area_share.simple_pct": 9.72,
  "area_growth_pct": 14.3,
  "syn_area_sq_um": 4950,
  "utilization_pct": 47.0,
  "power.share.sequential_pct": 39.5,
  "chipWidth_microns": 113,
  "crit_start": "rdptr[3]",
  "holdBufCountCts": 0,
  "overflow": 0,
  "top_cell_area_share_pct": 48.5,
  "crit_fanout": 21,
  "synth.distinct_cells": 57,
  "clockPowerShare_pct": 18.7,
  "post_synth_ao_oa_area_fraction_pct": 14.0,
  "hp-class": "reg2reg",
  "vias": 3562,
  "dp_hpwl_microns": 8130,
  "r2r_cells": 6,
  "drt-wirelength-per-cell_microns": 19.7,
  "cts_resized": 0,
  "ys_ff": 99,
  "start_kind": "flop",
  "drive_gt1_share_pct": 27.1,
  "synth_xor_xnor_area_share_pct": 1.87,
  "layout_min_cycle_time_ps": 3530,
  "muxShareOfSynthArea_pct": 20.2,
  "synth-edff-count": 0,
  "slowest_stage": "dfrtp_1",
  "ys_cells": 437,
  "r2r-start": "rdptr[3]",
  "antenna_cells": 0,
  "antenna_found_initial": 0,
  "status": "complete, no violations",
  "grt_max_degree": 51,
  "ys_seq_share_pct": 50.1,
  "power.internal_uw": 2500,
  "endpoint": "almostempty",
  "initCoreUtil_pct": 41.1,
  "vdd_drop_max_uv": 273,
  "finalSetupTns_ps": 0,
  "grt_first_pass_wirelength_microns": 20000,
  "r2r_slack_ps": 2090,
  "worst_ep_required_time_ps": 3840,
  "yosys.area.top_type": "dfrtp_1",
  "place.gp.congestion": 0.857,
  "min_from": "Box4[6]",
  "ys_area_sq_um": 4950,
  "power.density_nw_per_um2": 704,
  "cts_max_level": 3,
  "setup_ws_ps": 1270,
  "r2r_end": "state[2]",
  "portBuffers": 29,
  "rows": 40,
  "dp_slack_ps": 1480,
  "setup_viol_count_final": 0,
  "max_freq_ghz": 0.283,
  "leakagePower_uw": 0.00235,
  "dp_cells": 609,
  "io_pins": 30,
  "synth_cells": 437,
  "syn_area_per_cell_sq_um": 11.3,
  "top_cells_by_area": "dfrtp_1 (48%), mux2_2 (20%), a21oi_1 (2.6%)",
  "pwr-share-comb_pct": 41.7,
  "post-route-period-util_pct": 73.6,
  "cts-buffers-inserted": 9,
  "drt-pass1-iter-count": 5,
  "topCombFamilyByArea": "multiplexers",
  "drt_iter0_drc": 219,
  "drv_slew": 0,
  "ys_warn_count": 3,
  "core_sq_um": 12100,
  "fa_ha_area_share_pct": 0,
  "insertion_delay_ps": 350,
  "die_h_microns": 113,
  "clkTransAtPathRegs_ps": 70,
  "clk_path_buf_depth": 2,
  "cts_root_buf": "clkbuf_16",
  "swShare_pct": 37.4,
  "numClockSinks": 99,
  "tool_warnings": 25,
  "crit_type": "reg2out",
  "finalWirelength_microns": 12300,
  "postCtsSetupBuffers": 0,
  "worstMarginPinSlew_ps": 790,
  "ys.flop_type": "dfrtp_1"
}
==> sequential cells by signal, summed over array words and instances (netlist names) <==
name / count
Box10: 8
Box1: 8
Box2: 8
Box3: 8
Box4: 8
Box5: 8
Box6: 8
Box7: 8
Box8: 8
Box9: 8
dout: 8
rdptr: 4
wrptr: 4
state: 3
==> layout by cell type (no fill, tap or decap), drive strengths merged, types with 3 or more instances in the layout <==
cell,count
dfrtp,96
mux2,86
clkdlybuf4s50,29
a21oi,27
nand2,26
nor2,21
o21ai,20
nor2b,12
nor3,11
clkbuf,10
buf,9
nand2b,9
inv,9
a221oi,8
o31ai,8
a32oi,5
xor2,5
a22oi,4
o22ai,4
a31oi,4
clkinv,4
nand3,3
mux2i,3
o32ai,3
xnor2,3
nand3b,3
dfstp,3
a2111oi,3
==> logic make-up after synthesis <==
kind of cell,after synthesis
xor gates and xnor gates,9
buffers and inverters,43
muxes,89
DFF,99
and+or+nand+nor,94
AOI/OAI and AO/OA,103
==> metal layers <==
metal	wire length (microns)	global-route usage, %	vias up
met1	5660	34.0	1786
met2	5420	30.6	130
li1	-	-	1630
met4	289	4.47	0
met3	914	5.73	16
met5	0	0	-
==> power groups by stage <==
stage	registers (uW)	logic (uW)	clock network, uW
CTS	1570	1660	759
global route	1630	1840	796
finish	1580	1660	747
==> worst min-delay path by stage <==
stage	to	slack [ps]	cells after the start
global route	Box2[5]	520	1
finish	Box4[6]	500	1
CTS	Box4[6]	500	1
==> synthesized netlist by cell type (all sizes together), types with 9 or more instances <==
cell,count
nor2,21
nor2b,12
mux2,86
dfrtp,96
nand2b,9
a21oi,27
buf,28
nor3,11
o21ai,20
nand2,26
==> critical path, delay by kind of cell (launching register included) <==
family | cells | cell delay (ps)
AOI/OAI and AO/OA | 1 | 170
buffers and inverters | 2 | 830
DFF | 1 | 690
and+or+nand+nor | 2 | 520
==> through the flow <==
| stage | hold WS [ps] | cell area [sq um] | power [uW] |
|---|---|---|---|
| 2_1_floorplan | 449 | 4950 | 2710 |
| 3_3_place_gp | 482 | 5350 | 3210 |
| 3_5_place_dp | 488 | 5350 | 3240 |
| 4_1_cts | 504 | 5660 | 4000 |
| 5_1_grt | 518 | 5660 | 4270 |
| 6_report | 501 | 5660 | 3990 |
==> area by class of cell <==
cell class / count / area (sq um) / share of cell area (%)
Tap cell: 168 / 210 / 3.71
Clock inverter: 6 / 72.6 / 1.28
Multi-Input combinational cell: 295 / 2270 / 40.0
Clock buffer: 10 / 239 / 4.22
Sequential cell: 99 / 2480 / 43.8
Inverter: 9 / 36.3 / 0.641
Timing Repair Buffer: 38 / 358 / 6.32
Power is estimated from default activity; no workload was simulated.
